==> design.v <==
module clkDivisor(
	input clk_50MHz,
	output clk_24Hz, clk_1525Hz, clk_1Hz, clk_762Hz
);
	wire [24:0] Q;
	wire n21, n15, n16;
	fft ff0(.T(1'b1), .clk(clk_50MHz), .Q(Q[0]));
	fft ff1(.T(1'b1), .clk(Q[0]), .Q(Q[1]));
	fft ff2(.T(1'b1), .clk(Q[1]), .Q(Q[2]));
	fft ff3(.T(1'b1), .clk(Q[2]), .Q(Q[3]));
	fft ff4(.T(1'b1), .clk(Q[3]), .Q(Q[4]));
	fft ff5(.T(1'b1), .clk(Q[4]), .Q(Q[5]));
	fft ff6(.T(1'b1), .clk(Q[5]), .Q(Q[6]));
	fft ff7(.T(1'b1), .clk(Q[6]), .Q(Q[7]));
	fft ff8(.T(1'b1), .clk(Q[7]), .Q(Q[8]));
	fft ff9(.T(1'b1), .clk(Q[8]), .Q(Q[9]));
	fft ff10(.T(1'b1), .clk(Q[9]), .Q(Q[10]));
	fft ff11(.T(1'b1), .clk(Q[10]), .Q(Q[11]));
	fft ff12(.T(1'b1), .clk(Q[11]), .Q(Q[12]));
	fft ff13(.T(1'b1), .clk(Q[12]), .Q(Q[13]));
	fft ff14(.T(1'b1), .clk(Q[13]), .Q(Q[14]));
	fft ff15(.T(1'b1), .clk(Q[14]), .Q(Q[15]));
	fft ff16(.T(1'b1), .clk(Q[15]), .Q(Q[16]));
	fft ff17(.T(1'b1), .clk(Q[16]), .Q(Q[17]));
	fft ff18(.T(1'b1), .clk(Q[17]), .Q(Q[18]));
	fft ff19(.T(1'b1), .clk(Q[18]), .Q(Q[19]));
	fft ff20(.T(1'b1), .clk(Q[19]), .Q(Q[20]));
	fft ff21(.T(1'b1), .clk(Q[20]), .Q(Q[21]));
	fft ff22(.T(1'b1), .clk(Q[21]), .Q(Q[22]));
	fft ff23(.T(1'b1), .clk(Q[22]), .Q(Q[23]));
	fft ff24(.T(1'b1), .clk(Q[23]), .Q(Q[24]));
	fft ff25(.T(1'b1), .clk(Q[24]), .Q(clk_1Hz));
	not(n21, Q[20]);
	not(n15, Q[14]);
	not(n16, Q[15]);
	not(clk_24Hz, n21);
	not(clk_1525Hz, n15);
	not(clk_762Hz, n16);
endmodule
module contLoad(
	input clk, X, reset, P,
	output A,
	output [2:0] Q
);
	wire w_clk;
	reg [2:0] state, nextstate;
	parameter S0 = 3'b000;
	parameter S1 = 3'b001;
	parameter S2 = 3'b010;
	parameter S3 = 3'b011;
	parameter S4 = 3'b100;
	parameter S5 = 3'b101;
	parameter S6 = 3'b110;
	parameter S7 = 3'b111;
	assign w_clk = clk & P;
	always @ (posedge w_clk, posedge reset)
		if (reset) state <= S0;
		else state <= nextstate;
	always @ (*)
		case (state)
			S0 : if (X) nextstate = S1;
			else nextstate = S0;
			S1 : if (X) nextstate = S2;
			else nextstate = S0;
			S2 : if (X) nextstate = S3;
			else nextstate = S1;
			S3 : if (X) nextstate = S4;
			else nextstate = S2;
			S4 : if (X) nextstate = S5;
			else nextstate = S3;
			S5 : if (X) nextstate = S6;
			else nextstate = S4;
			S6 : if (X) nextstate = S7;
			else nextstate = S5;
			S7 : if (X) nextstate = S7;
			else nextstate = S6;
			default : nextstate = nextstate;
		endcase
	assign Q = state;
	assign A = (state == S7);
endmodule
module debouncer(
	input clk, reset, L, 
	output y
);
	reg [1:0] state, nextstate;
	parameter A = 2'b00;
	parameter B = 2'b01;
	parameter C = 2'b11;
	always @ (posedge clk, posedge reset)
		if (reset) state <= A;
		else state <= nextstate;
	always @ (*)
		case (state)
			A : if (L) nextstate = B;
			else nextstate = A;
			B : if (L) nextstate = C;
			else nextstate = A;
			C : if (L) nextstate = C;
			else nextstate = A;
			default : nextstate = nextstate;
		endcase
	assign y = (state == B);
endmodule
module decodFloor(
	input A, B,
	output a, b, c, d, e, f, g
);
	wire AnorB, nB;
	or or0(AnorB, A, B);
	not not0(nB, B);
	not S_a(a, AnorB);
	not S_b(b, 1'b1);
	not S_c(c, nB);
	not S_d(d, AnorB);
	not S_e(e, B);
	not S_f(f, 1'b0);
	not S_g(g, AnorB);
endmodule
module decodLoad(
	input I2, I1, I0,
	output a, b, c, d, e, f, g
);
	wire nI2, nI1, nI0;
	wire AxorC, BxorC, ABC, nB_AxorC, AnB, BC, nA_BxorC, AnorB;
	not not0(nI2, I2);
	not not1(nI1, I1);
	not not2(nI0, I0);
	xor xor0(AxorC, I2, I0);
	xor xor1(BxorC, I1, I0);
	and and0(ABC, I2, I1, I0);
	and and1(nB_AxorC, nI1, AxorC);
	and and2(AnB, I2, nI1);
	and and3(BC, I1, I0);
	and and4(nA_BxorC, nI2, BxorC);
	nor nor0(AnorB, I2, I1);
	and S_a(a, nI1, AxorC);
	and S_b(b, I2, BxorC);
	and S_c(c, nI2, I1, nI0);
	or S_d(d, ABC, nB_AxorC);
	or S_e(e, I0, AnB);
	or S_f(f, BC, nA_BxorC);
	or S_g(g, AnorB, ABC);
endmodule
module directLogic(
	input P, CH1, CH2, CH3,
	input [1:0] A,
	output MU, MM, MD
);
	reg [1:0] D;
	parameter A1 = 2'b00;
	parameter A2 = 2'b01;
	parameter A3 = 2'b10;
	parameter De = A1;
	parameter Su = A2;
	parameter Pa = A3;
	always @ (*)
		if ((P) | (!CH1 & !CH2 & !CH3)) D <= Pa;
		else begin
			case (A)
				A1: if (CH1) D <= Pa;
				else D <= Su;
				A2: if (CH2) D <= Pa;
				else if (CH1) D <= De;
				else D <= Su;
				A3: if (CH3) D <= Pa;
				else D <= De;
				default: D <= Pa;
			endcase
		end
	assign MU = !D[0];
	assign MM = !D[1];
	assign MD = (D[1] | D[0]);
endmodule
module fft(
	input clk, T,  
	output reg Q,
	output Qn
);
  always @ (posedge clk) begin
    	if (T)
      		Q <= ~Q;
    	else
      		Q <= Q;
  end
  assign Qn = ~Q;
endmodule
module mainCode(
	input b_up, clk_in, CHX, CH1, CH2, CH3,
	output [6:0] seg_out, mat_lines,
	output [4:0] seg_ctrl, mat_collumns,
	output alarm, rgb_red, rgb_green
);
	wire [6:0] segA, segB;
	wire [2:0] load_out;
	wire [1:0] floor_out, direct;
	wire clk_26, clk_21, clk_16, clk_15, n_up, up, w_alarm, w_door, MU, MM, MD;
	not(n_up, b_up);
	clkDivisor clkdiv(
		.clk_50MHz(clk_in), .clk_24Hz(clk_21),
		.clk_1525Hz(clk_15), .clk_1Hz(clk_26),
		.clk_762Hz(clk_16)
	);
	debouncer db1(
		.reset(1'b0), .L(n_up), .clk(clk_21), .y(up)
	);
	contLoad contp(
		.clk(up), .X(CHX), .A(w_alarm),
		.reset(1'b0), .Q(load_out), .P(w_door)
	);
	decodLoad decodp(
		.I2(load_out[2]), .I1(load_out[1]), .I0(load_out[0]),
		.a(segA[6]), .b(segA[5]), .c(segA[4]), .d(segA[3]),
		.e(segA[2]), .f(segA[1]), .g(segA[0])
	);
	mefFloor mefloor(
		.P(w_door), .A(w_alarm), .clk(clk_26),
		.reset(1'b0), .CH1(CH1), .CH2(CH2),
		.CH3(CH3), .F(floor_out)
	);
	decodFloor decodf(
		.A(floor_out[1]), .B(floor_out[0]), .a(segB[6]),
		.b(segB[5]), .c(segB[4]), .d(segB[3]),
		.e(segB[2]), .f(segB[1]), .g(segB[0])
	);
	muxSeg multi(
		.S(clk_15), .A(segA), .B(segB), .X(seg_out),
		.AX(seg_ctrl[3]), .BX(seg_ctrl[0])
	);
	directLogic matrix(
		.P(w_door), .CH1(CH1), .CH2(CH2), .CH3(CH3),
		.A(floor_out), .MU(MU), .MM(MM), .MD(MD)
	);
	assign mat_collumns = 5'b11111;
	assign mat_lines[6] = MD;
	assign mat_lines[5] = MD;
	assign mat_lines[4] = MM;
	assign mat_lines[3] = MM;
	assign mat_lines[2] = MM;
	assign mat_lines[1] = MU;
	assign mat_lines[0] = MU;
	assign rgb_red = w_alarm | !w_door;
	assign rgb_green = !w_alarm;
	assign alarm = w_alarm & clk_16;
	assign seg_ctrl[4] = 1'b1;
	assign seg_ctrl[2] = 1'b1;
	assign seg_ctrl[1] = 1'b1;
endmodule
module mefFloor(
	input clk, reset, A, CH1, CH2, CH3,
	output [1:0] F,
	output P
);
	wire [3:0] E;
	assign E[3] = A;
	assign E[2] = CH1;
	assign E[1] = CH2;
	assign E[0] = CH3;
	reg [2:0] S, NS;
	parameter A0 = 3'b000;
	parameter A1 = 3'b001;
	parameter B0 = 3'b010;
	parameter B1 = 3'b011;
	parameter C0 = 3'b100;
	parameter C1 = 3'b101;
	always @ (posedge clk, posedge reset)
		if (reset) S <= NS;
		else S <= NS;
	always @ (*)
		case (S)
			A0 : if (E == 4'b0000) NS = A0;
			else if (E[3] | E[2]) NS = A1;
			else NS = B0;
			A1 : if (E[3] | E[2]) NS = A1;
			else NS = A0;
			B0 : if (E == 4'b0000) NS = B0;
			else if (E[3] | E[1]) NS = B1;
			else if (E == 4'b0001) NS = C0;
			else NS = A0;
			B1 : if (E[3] | E[1]) NS = B1;
			else NS = B0;
			C0 : if (E == 4'b0000) NS = C0;
			else if (E[3] | E[0]) NS = C1;
			else NS = B0;
			C1 : if (E[3] | E[0]) NS = C1;
			else NS = C0;
			default : NS = A0;
		endcase
	assign P = (S[0]);
	assign F = (S[2:1]);
endmodule
module muxSeg(
	input S, 
	output AX, BX,
	input [6:0] A, B,
	output [6:0] X
);
	assign X[0] = ((A[0] & S) | (B[0] & !S));
	assign X[1] = ((A[1] & S) | (B[1] & !S));
	assign X[2] = ((A[2] & S) | (B[2] & !S));
	assign X[3] = ((A[3] & S) | (B[3] & !S));
	assign X[4] = ((A[4] & S) | (B[4] & !S));
	assign X[5] = ((A[5] & S) | (B[5] & !S));
	assign X[6] = ((A[6] & S) | (B[6] & !S));
	assign AX = (S);
	assign BX = (!S);
endmodule
==> run.sh <==
#!/bin/bash
# OpenROAD 26Q1-2900-gdf79404cd8, Yosys 0.63+post, stock flow scripts
make -C /OpenROAD-flow-scripts/flow DESIGN_CONFIG=/design/flow/config.mk WORK_HOME=/design/flow/orfs finish
==> config.mk <==
export PLATFORM = sky130hd
export DESIGN_NAME = mainCode
export DESIGN_NICKNAME = mainCode
export VERILOG_FILES = /design/flow/design.v
export SDC_FILE = /design/flow/constraint.sdc
export NUM_CORES = 4
export LEC_CHECK = 1
export CORE_AREA = 10 10 94 94
export DIE_AREA = 0 0 104 104
==> constraint.sdc <==
current_design mainCode

set clk_period 1.2
set clk_io_pct 0.2

create_clock -name clk0 -period $clk_period [get_ports {clk_in}]

set non_clock_inputs [all_inputs -no_clocks]
set_input_delay [expr $clk_period * $clk_io_pct] -clock clk0 $non_clock_inputs
set_output_delay [expr $clk_period * $clk_io_pct] -clock clk0 [all_outputs]
==> results.cfg <==
; physical design summary
[global_routing]
met2_usage_pct = 6.08
grt_start_max_net_pins = 14
gr-max-usage-layer = met2
grt_overflow_total = 0
grt_use_met1_pct = 5.95
antenna_found_initial = 0
grt.total_usage_pct = 3.86
grt_pass1_wl_um = 3830
use_met3_pct = 0.313
grt_pass1_vias = 849

[drt]
remaining_drc_errors = 0
ant_nets = 0
vias = 909
drt_iter0_drc = 14
viasPerCell = 3.47
drt_first_pass_iters = 4
routed_wl_um = 2220
diodes = 0
wl_per_cell_um = 8.48

[timing]
whs_ns = 0.359
fin_ws_ns = -0.143
unclocked_pins = 35
setup_viol = 6
final_hold_viol_count = 0
finalClockPeriodUsage_pct = 112
skew_ns = 0
report.final.slew_viol_count = 0
rsz0062_at_grt = true
untimed_endpoints = 47
fmax_mhz = 745
min_period_ns = 1.34

[critical_path]
crit_top_cell = buf_6
path_class = input pin to primary output
critPathRequiredTime_ns = 0.96
crit_arrival_ns = 1.10
start_kind = input pin
crit_fanout = 3
cpMaxStageDelayCell = or4_4
worstSetupEndpointType = primary output
cp_top_family = simple AND/OR/NAND/NOR gates
slowest_delay_ns = 0.52
path_buffers = 3
crit_chain = buf_8 -> buf_6 -> or4_4 -> buf_6

[status]
violations = negative setup slack
outcome = complete, but fails checks

[finish]
fillCellCount = 734
area_delta_synth_final_pct = 22.6
drive_above_1_share_pct = 14.5
logic_area_um2 = 472
flop_area_um2 = 711
instances_no_fill = 262

[place]
place_inst = 260
post-dp-hpwl_um = 1810
routabilityCongestion = 0.836
port_buffers = 24

[floorplan]
fp_util_pct = 20.5
die_h_um = 104
ios = 33
die_w_um = 104
num_rows = 30
core_area_um2 = 6830
chipArea_um2 = 10800

[logic_synthesis]
ys_async_sr_fraction_pct = 0
syn_area_um2 = 1400
ys_chip_area_um2 = 1400
synth_warnings = 54
numSynthFlops = 36
edf_count = 0
synth_area_per_cell_um2 = 9.26
synthDistinctLibCells = 37
syn_inst = 151
ys_cells = 151
ys.flop_type = dfxtp_1

[power_and_ir_drop]
peakVddDrop_uv = 142
cellPowerDensity_nw_per_um2 = 70.5
p_leak_nw = 0.666
total_power_mw = 0.121

[clock_network]
path_clk_slew_ns = 0
clock_latency_ns = 0

[hold_path]
hold_class = flip-flop to flip-flop

[job]
maxCapViolCount = 0
tool_warnings = 34
state kept, by name (all words and copies together) (netlist names), 2 cells and up:
| signal | cells |
|---|---|
| contp.state | 3 |
| mefloor.S | 3 |
| db1.nextstate | 2 |
| db1.state | 2 |
stage by stage:
step / TNS (ns) / utilization, % / cell area, µm² / setup slack [ns]
final: -0.459 / 25.1 / 1710 / -0.143
after global placement: -5.30 / 24.2 / 1650 / -0.766
after CTS: -0.568 / 24.6 / 1680 / -0.156
after detailed placement: -5.38 / 24.2 / 1650 / -0.783
after global routing: -0.737 / 25.1 / 1710 / -0.158
after floorplan: -0.0934 / - / 1430 / -0.0341
kinds of logic (layout without fill, tap and decap cells):
kind of cell	count (synthesis)	count (layout)	synth area share, %
mux	1	1	0.716
latches	2	2	2.15
other cells	1	8	0.268
flops	34	34	48.7
fa+ha+maj	4	4	3.58
compound gates	31	31	16.2
xor+xnor	1	1	0.627
simple gates	22	22	7.34
buf+inv	55	63	20.4
cell type report:
class	count	share of cell area (%)
Sequential cell	36	41.5
Inverter	33	7.23
Tap cell	96	7.01
Multi-Input combinational cell	67	27.5
Timing Repair Buffer	30	16.7
timing repair:
action | CTS | global route
pin swaps | 5 | 2
setup endpoints to repair | 7 | 7
gates resized | 47 | 6
setup buffers | 3 | 0
endpoints found under the hold margin | 0 | 0
hold buffers | 0 | 0
placed cells by master (no fill, tap or decap), types with 2 or more instances in the layout:
cell,instances
o211ai_1,2
nor2_1,6
o21ai_0,4
conb_1,8
buf_4,6
ha_1,4
a41o_1,2
inv_1,31
inv_2,2
a211o_1,2
nor2b_1,3
o21ai_1,3
nand3_1,2
a21oi_1,2
dlxtn_1,2
buf_8,2
dfxtp_1,34
nand2_1,7
clkdlybuf4s50_1,14
a21o_1,2
buf_2,3
buf_6,5
cell usage after synthesis (2+ instances only):
cell type  number  area (µm²)
a211o_1         2        17.5
a21o_1          2        15.0
a21oi_1         3        15.0
a31oi_1         2        12.5
a41o_1          2        20.0
buf_2           3        15.0
buf_4          18         135
dfxtp_1        34         681
dlxtn_1         2        30.0
ha_1            4        50.1
inv_1          31         116
inv_2           2        7.51
nand2_1         7        26.3
nand3_1         2        10.0
nor2_1          6        22.5
nor2b_1         3        18.8
o211ai_1        2        15.0
o21ai_0         5        25.0
o21ai_1         3        15.0
report_power, final:
group	switching, mW	internal [mW]	leakage, nW
clock network	0	0	0
logic	0.0353	0.0500	0.373
registers	0.0000504	0.0354	0.292
path summary, 6_finish.rpt:
path                                           start                    to  slack [ns]  cells past startpoint
worst max-delay path                             CH1          mat_lines[0]       -0.14                      4
worst min-delay path            clkdiv.ff0.Q$_DFF_P_  clkdiv.ff0.Q$_DFF_P_        0.36                      1
worst max register to register  clkdiv.ff0.Q$_DFF_P_  clkdiv.ff0.Q$_DFF_P_        0.75                      1
worst min register to register  clkdiv.ff0.Q$_DFF_P_  clkdiv.ff0.Q$_DFF_P_        0.36                      1
per-layer routing:
layer | up-vias | part of all wire, %
li1 | 486 | -
met1 | 397 | 57
met2 | 26 | 39
met3 | 0 | 3.2
met4 | 0 | 0
met5 | - | 0
Power and IR drop assume default switching activity.
